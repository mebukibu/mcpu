--- design/flow/run.sh ---
#!/bin/bash
# OpenROAD 26Q1-2900-gdf79404cd8, Yosys 0.63+post, stock flow scripts
make -C /OpenROAD-flow-scripts/flow DESIGN_CONFIG=/design/flow/config.mk WORK_HOME=/design/flow/orfs finish
--- design/flow/config.mk ---
export PLATFORM = sky130hd
export DESIGN_NAME = divider
export DESIGN_NICKNAME = divider
export VERILOG_FILES = /design/flow/design.v
export SDC_FILE = /design/flow/constraint.sdc
export NUM_CORES = 4
export LEC_CHECK = 1
export CORE_AREA = 10 10 103 103
export DIE_AREA = 0 0 113 113
--- design/flow/constraint.sdc ---
current_design divider

set clk_period 3.7
set clk_io_pct 0.2

create_clock -name clk0 -period $clk_period [get_ports {clk}]

set non_clock_inputs [all_inputs -no_clocks]
set_input_delay [expr $clk_period * $clk_io_pct] -clock clk0 $non_clock_inputs
set_output_delay [expr $clk_period * $clk_io_pct] -clock clk0 [all_outputs]
--- design/flow/design.v ---
module divider (clk, rst_n, q);
  input clk, rst_n;
  output q;
  reg q;
  reg [19:0] cnt;
  always @(posedge clk, negedge rst_n)
    if (!rst_n) begin 
      cnt <= 20'd0;
      q <= 1'b0;
    end 
    else if (cnt == 0) begin
      q <= ~q;
      cnt <= 20'b0;
    end
    else
      cnt <= cnt + 1;
endmodule
==> notes.md <==
Implementation results.

Of the total power, combinational logic draws 1.5%. The first global-routing pass estimated 2.525 mm of wire. Looking at the clock tree report, the H-tree level count equals 1. The overall die size recorded for this design is 12,770 um^2. The final count of hold timing violations is 0. On the critical path the largest part of the delay comes from buffers and inverters. VDD sags by at most 269.1 uV. The leakage component of the power was reported as 0.4969 nW. The sum of buffers and inverters on the critical path is 1.

The CTS report gives the tree buffer count as 3. Setup repair after global routing left no endpoint under its margin. The initial DRC count is 25.

The half-perimeter wire length of the detailed placement result is 1.024 mm. The synthesized design contains 0 enable-type register cells. The logic depth of the worst register-to-register path is 5. The launch point of the worst register-to-register path is recorded as cnt[0]$_DFF_PN0_. The clock power share is 38.0%.

According to the hold report, the worst path is of the reg -> reg type. The net load switching power is 0.07192 mW. The count of inserted antenna diode cells is 0. The number of setup buffers added after CTS is 0.

Of all nets on the critical path, the largest fanout is 2. The final weighted congestion in routability-driven placement is 0.7733. The launch point of the critical path is q$_DFFE_PN0N_.

The warning tally printed by Yosys for this design is 1. After the flow finishes, the layout carries non-filler instances totaling 195. The destination of the worst register-to-register timing path is cnt[14]$_DFF_PN0_.

TritonCTS built the clock tree. Pin placement for this block handled 3 I/O pins. STA classifies the critical path startpoint as a flop. The wire length reported by the detailed router is 1.389 mm.

In this run the mean area of a mapped cell was 11.62 um^2. The total iterations of the first detailed-routing run is 4. The layout-stage area growth over the synthesis result is 21.14%. The relative slew slack is 74.68%. The run finished with clean final reports.

The number of vias after detailed routing is 612. Global routing used 2.278% of the available tracks. The final period demand of the worst path is 1.811 ns. dfrtp_1 is the most common cell in the netlist. The STA report counts the stages on the worst setup path as 1. The height of the die is 113 um. The post-route clock skew is 0.002627 ns.

The cell sequence reported for the critical path is clkdlybuf4s50_1. Looking at the setup timing report, the critical path kind is reg -> out. At the floorplan stage, the core utilization is reported as 11.62%.

The area of the synthesized netlist per yosys stat is 964.7 um^2. During placement, the flow inserted port buffers numbering 2. After synthesis, the share of flip-flops with an asynchronous set or reset is 100.0%.

In the CTS report, the clock slew at the register clock pins of the worst setup and hold paths is listed as 0.07 ns. The total DRC errors in the routed layout is 0. Per STA, the highest per-stage delay on the worst path measures 0.47 ns. The number of cells in the design after placement is 191. On the critical path, the stage with the largest delay is an instance of clkdlybuf4s50_1. Internal power comes to 0.3075 mW.

The tree is rooted in a clkbuf_8. The synthesized netlist handed to floorplanning was reported with a cell count of 83. The pin count of the biggest net entering global routing is 22.

The number of antenna violations at the first check in global routing is 0. The critical hold path startpoint is q$_DFFE_PN0N_. The category of the worst setup path capture point is an output pin. Per the run summary, max-cap violations total 0.

The layout cell share with drive strength beyond 1 is 8.889%. Data arrives at the worst endpoint at 1.07 ns. The die is 113 um wide. Sorting the synthesized cells by how often they occur yields dfrtp_1, xnor2_1, nand2_1, nand3_1, nor2_1.

The power share of the sequential group is 60.5%. The final period utilization is 48.95%. The end point of the most critical hold path is q$_DFFE_PN0N_. The power density of the placed cells is 324.7 nW/um^2. The slew at the pin closest to its max-slew limit is 0.3769 ns.

The total number of placement rows is 33. The proportion of total power due to net switching is 18.96%. Counting instances, the worst hold path has a depth of 1.

Dividing the detail-routed via count by the number of cells gives 3.138. By area the synthesized netlist is led by dfrtp_1, xnor2_1, nand3_1. The number of nets with antenna violations after detailed routing is 0. The remaining global-route overflow is 0.

The library cell with the largest summed area after synthesis is dfrtp_1. The maximum count of clock buffers along a single path is 2. The clock network latency to the later pin of the worst-skew pair is 0.25 ns. Yosys reports that the leading cell type by area covers 54.47% of the netlist area. The sequential share of the synthesized area is 54.47%.

In the final report, the number of endpoints failing setup comes to 0. The number of gates resized after CTS was 0. The number of storage elements in the synthesis netlist is 21.

Per the detail_route report, routed wire per instance is 7.123 um. Per the final report, max-transition violations number 0. The via count of the first global-routing pass is 549. The maximum clock rate is 0.5521 GHz. The post-synthesis cell area is 964.7 um^2.

Among all flip-flop cells after synthesis, the most frequent one is dfrtp_1. The tally of unique sky130hd cells used after synthesis is 19. In the final timing run, aggregate negative setup slack is 0 ns. The setup slack of the worst register-to-register path is 2.08 ns. The count of instantiated cells in the yosys netlist is 83.

The total clock sinks is 21. Across all stage logs, warnings added up to 26. The area of the placeable core is 8299 um^2. The hold buffer count at cts is 0. The OpenROAD report gives the critical path a required time of 2.96 ns.
==> through the flow <==
step / hold WS [ns] / total power, mW / setup WS [ns] / cell area (um^2) / utilization, %
final: 0.4610 / 0.3794 / 1.889 / 1169 / 14.08
after global routing: 0.5003 / 0.3985 / 1.841 / 1169 / 14.08
after CTS: 0.4707 / 0.3862 / 1.867 / 1169 / 14.08
after detailed placement: 0.4568 / 0.2402 / 2.065 / 1124 / 13.54
after global placement: 0.4537 / 0.2402 / 2.111 / 1124 / 13.54
after floorplan: 0.4204 / 0.2339 / 2.222 / 964.7 / -
==> power by group through the flow <==
stage	clock [mW]	sequential, mW	combinational, mW
after CTS	0.150	0.229	0.00637
after global routing	0.162	0.229	0.00689
final	0.144	0.229	0.00580
==> registers in the layout, summed over array words and instances (netlist names) <==
register	cells
q	1
cnt	20
==> final cells by class <==
class / instances / area, um^2
clock buffers: 4 / 45.04
repair buffers: 3 / 27.53
well taps: 105 / 131.4
multi-input cells: 59 / 427.9
inverters: 3 / 11.26
flip-flops and latches: 21 / 525.5
fillers: 915 / 7131
==> layout by cell type, fill, tap and decap left out <==
cell type and instances:
nor4_1 3, or2_2 1, nand3_1 7, nor2b_1 1, nor3_1 1, xnor2_1 15, clkdlybuf4s50_1 2, nor4b_1 1
dfrtp_1 21, nor2_1 6, nor4_4 1, clkbuf_1 1, ha_1 2, and3_1 1, and4_1 3, nor3b_2 1
inv_1 3, nand4_4 1, clkbuf_8 3, buf_4 1, xor2_1 4, nand2_1 9, nand4_1 2
==> worst max path at each step <==
stage | endpoint | slack [ns]
CTS | q | 1.87
global route | q | 1.84
finish | q | 1.89
==> metal layers <==
layer,global-route usage (%),part of all wire [%],vias to the layer above
li1,-,-,296
met1,3.110,50,307
met2,3.341,43,7
met3,0.8547,4.0,2
met4,0.5076,2.3,0
met5,0,0,-
==> logic make-up (layout without fill, tap and decap cells) <==
group         count (synthesis)  count (layout)  share of synthesized area [%]
fa+ha+maj                     2               2                          2.594
simple gates                 38              38                          24.51
buf+inv                       3              10                          1.167
flops                        21              21                          54.47
xor+xnor                     19              19                          17.25
Power figures rest on the tool's default switching activity, not on a simulated workload.
